$ cat flow/run.sh
#!/bin/bash
# OpenROAD 26Q1-2900-gdf79404cd8, Yosys 0.63+post, stock flow scripts
make -C /OpenROAD-flow-scripts/flow DESIGN_CONFIG=/design/flow/config.mk WORK_HOME=/design/flow/orfs finish
$ cat flow/config.mk
export PLATFORM = sky130hd
export DESIGN_NAME = UART_RX
export DESIGN_NICKNAME = UART_RX
export VERILOG_FILES = /design/flow/design.v
export SDC_FILE = /design/flow/constraint.sdc
export NUM_CORES = 4
export LEC_CHECK = 1
export CORE_AREA = 10 10 80 80
export DIE_AREA = 0 0 90 90
$ cat flow/constraint.sdc
current_design UART_RX

set clk_period 2.4
set clk_io_pct 0.2

create_clock -name clk0 -period $clk_period [get_ports {i_clk}]

set non_clock_inputs [all_inputs -no_clocks]
set_input_delay [expr $clk_period * $clk_io_pct] -clock clk0 $non_clock_inputs
set_output_delay [expr $clk_period * $clk_io_pct] -clock clk0 [all_outputs]
$ cat flow/design.v
module MAJORITY_FILTER_3
(
	input i_clk,
	input i_rx,
	output wire o_rx
);
	reg [2:0] rx_lock = 3'b111;
	assign o_rx = (rx_lock[0] & rx_lock[1]) | (rx_lock[0] & rx_lock[2]) | (rx_lock[1] & rx_lock[2]);
	always @(posedge i_clk) begin
		rx_lock <= { i_rx, rx_lock[2:1] };
	end
endmodule
module UART_RX #
(
	parameter CLOCK_FREQUENCY = 50_000_000,
	parameter BAUD_RATE       = 115200
)
(
	input i_rx_serial,
	input i_clk,
	output wire o_rx_done,
	output wire [7:0] o_rx_byte
);	
	localparam HALF_BAUD_CLK_REG_VALUE = (CLOCK_FREQUENCY / BAUD_RATE / 2 - 1);
	localparam HALF_BAUD_CLK_REG_SIZE  = $clog2(HALF_BAUD_CLK_REG_VALUE);
	wire i_rx_filtered;
	MAJORITY_FILTER_3 rx_filter
	(
		.i_clk(i_clk),
		.i_rx(i_rx_serial),
		.o_rx(i_rx_filtered)
	);
	reg rx_baud_clk = 1'b0;
	reg [HALF_BAUD_CLK_REG_SIZE - 1:0] r_clock_counter = 0;
	reg [9:0] r_data = 0;
	assign o_rx_byte[7:0] = r_data[8:1];
	assign o_rx_done = ~r_data[0] & i_clk & rx_baud_clk;
	always @(posedge i_clk) begin
		if (i_rx_filtered & ~r_data[0]) begin
			r_clock_counter <= HALF_BAUD_CLK_REG_VALUE;
			rx_baud_clk <= 0;
		end else if(r_clock_counter == 0) begin
			r_clock_counter <= HALF_BAUD_CLK_REG_VALUE;
			rx_baud_clk <= ~rx_baud_clk;
		end else begin
			r_clock_counter <= r_clock_counter - 1'b1;
		end
	end
	always @(posedge rx_baud_clk) begin
		if (r_data[0]) begin
			r_data <= { i_rx_filtered, r_data[9:1] };
		end else if(~i_rx_filtered) begin
			r_data <= 10'h1FF;
		end
	end
endmodule
==> flow_metrics.tcl <==
# yosys + openroad results
set metrics [dict create \
    flop_area_sq_um 531 \
    final_common_cell "inv_1" \
    final.setup_skew_ns 0.00418 \
    path_cells "clkbuf_8 > clkbuf_8 > and3b_1 > dlygate4sd2_1" \
    grt_max_degree 15 \
    vias 677 \
    syn_to_final_growth_pct 23.3 \
    untimed_endpoints 27 \
    ant_nets 0 \
    clockPowerShare_pct 43.1 \
    unclocked_pins 10 \
    viasPerCell 4.08 \
    final_max_slew_viol_count 0 \
    antenna_found_initial 0 \
    startpoint_type "clock port" \
    dr.pass1.iters 4 \
    cellPowerDensity_nw_per_um2 690 \
    finalSetupTns_ns 0 \
    r2r_slack_ns 0.68 \
    die-area_sq_um 8100 \
    p_int_w 0.000574 \
    rsz0062_at_grt "no" \
    routabilityCongestion 0.762 \
    port_buffers 10 \
    die_w_um 90 \
    ys_seq_share_pct 56.5 \
    worst_setup_path_end_kind "output pin" \
    drtIter0Drc 46 \
    power.switching_w 0.000226 \
    comb_area_sq_um 289 \
    insertion_delay_ns 0.34 \
    drc 0 \
    critPathMostFrequentCell "clkbuf_8" \
    synth_area_sq_um 940 \
    drive_gt1_share_pct 12.1 \
    synth_top_cell_by_area "edfxtp_1" \
    hold_class "reg2reg" \
    crit_type "clk2out" \
    ff2ff_path_depth 5 \
    grtUsageTotal_pct 4.00 \
    synth.distinct_cells 25 \
    cpMaxStageDelayCell "dlygate4sd2_1" \
    grt_pass1_wl_mm 2.78 \
    synth_warnings 2 \
    final_cell_mix "inv_1 (14), dfxtp_1 (13), a21oi_1 (11)" \
    switching_share_pct 28.2 \
    setup_viol 0 \
    fill_cells 487 \
    cts_tree "built" \
    critical_path_arrival_ns 1.82 \
    topCellsByArea "edfxtp_1 (29%), dfxtp_1 (28%), buf_4 (6.4%)" \
    power_frac_seq_pct 39.6 \
    ys_cells 91 \
    top_area_share_pct 28.8 \
    combPwrFrac_pct 17.3 \
    cp.required_ns 1.92 \
    avgSynthCellArea_sq_um 10.3 \
    synth_flops 22 \
    yosys_area_sq_um 940 \
    tightest_slew_ns 0.475 \
    die_h_um 90 \
    hold_viol 0 \
    core-area_sq_um 4720 \
    initial_core_util_pct 19.9 \
    rows 25 \
    slowest_delay_ns 0.24 \
    num_io_pins 11 \
    clk_pin_slew_worst_paths_ns 0.05 \
    leakage_nw 0.450 \
    dp_hpwl_mm 1.14 \
    synth_cells 91 \
    maxCapViolCount 0 \
    crit_fanout 2 \
    grt_pass1_vias 650 \
    drt-total-wl_mm 1.63 \
    avgRoutedWirePerCell_um 9.81 \
    antenna_cells 0 \
    min_path_cells 0 \
    vdd_drop_max_uv 342 \
    globalRouteOverflowTotal 0 \
    tool_warnings 27 \
    outcome "finished, final reports clean" \
    slew_headroom_pct 68.3 \
    hold_slack_ns 0.350 \
]
[metal layers]
metal	wire (um)	vias to the layer above	GRT usage, %	part of all wire, %
li1	-	330	-	-
met1	794	314	5.16	49
met2	633	29	5.15	39
met3	178	4	2.85	11
met4	22	0	1.19	1.4
met5	0	-	0	0
[cell families (layout without fill, tap and decap cells)]
| kind of cell | count (synthesis) | count (layout) | synth area share (%) |
|---|---|---|---|
| DFF | 22 | 22 | 56.5 |
| and+or+nand+nor | 21 | 21 | 14.4 |
| buffers and inverters | 24 | 32 | 12.8 |
| AOI/OAI and AO/OA | 22 | 22 | 14.0 |
| adders and majority gates | 2 | 2 | 2.40 |
[synth_stat cells]
master / instances
clkbuf_1: 2
dfxtp_1: 13
nand3_1: 3
and3b_1: 1
inv_1: 14
o21a_1: 1
a21oi_1: 11
or4b_2: 1
o21ai_0: 6
buf_4: 8
or4_4: 1
nor2_1: 3
or3_1: 4
nor2b_1: 2
a311oi_1: 1
nor3_1: 3
or4b_4: 1
and2_1: 1
o2111ai_1: 1
ha_1: 1
nand2b_1: 1
a211oi_2: 1
o41ai_1: 1
edfxtp_1: 9
maj3_1: 1
[final timing paths]
kind / startpoint / to
max: i_clk / o_rx_done
max reg2reg: r_clock_counter[0]$_SDFF_PP0_ / rx_baud_clk$_SDFFE_PN0N_
min: rx_filter.rx_lock[1]$_DFF_P_ / rx_filter.rx_lock[0]$_DFF_P_
min reg2reg: rx_filter.rx_lock[1]$_DFF_P_ / rx_filter.rx_lock[0]$_DFF_P_
[power groups by stage]
stage	Combinational [W]	Sequential, W	Clock, W
CTS	0.000137	0.000315	0.000353
global route	0.000157	0.000325	0.000363
finish	0.000139	0.000317	0.000344
[state kept, by name (all words and copies together), names as in the netlist]
register	cells
r_data	10
r_clock_counter	8
rx_filter.rx_lock	3
rx_baud_clk	1
[repair_timing]
action	4_1_cts	5_1_grt
endpoints found under the setup margin	1	0
gates resized	1	0
hold buffers	0	0
setup buffers	0	0
[stage by stage]
step / util [%] / total power, W / cells / cell area, sq um / worst slack (ns)
3_3_place_gp: 22.5 / 0.000445 / 159 / 1060 / 0.205
5_1_grt: 24.5 / 0.000845 / 166 / 1160 / 0.0647
6_report: 24.5 / 0.000800 / 166 / 1160 / 0.102
2_1_floorplan: - / 0.000413 / 91 / 940 / 0.603
3_5_place_dp: 22.5 / 0.000451 / 159 / 1060 / 0.205
4_1_cts: 24.5 / 0.000804 / 166 / 1160 / 0.0800
[worst max-delay path, delay by kind of cell]
kind                   cells  cell delay, ns
buffers and inverters      3            0.47
AND/OR/NAND/NOR            1            0.16
[final cells by class]
cell class	instances	area share (%)
sequential	22	45.8
tap	67	7.24
clock buffer	8	9.07
timing repair buffer	10	8.42
inverter	14	4.54
multi-input combinational	45	24.9
Power and IR drop assume default switching activity.
