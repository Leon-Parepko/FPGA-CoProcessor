==> design.v <==
module ALU #
(
	parameter BITNESS = 8,
	parameter ADD = 8'b00000001,
	parameter SUB = 8'b00000010,
	parameter MUL = 8'b00000011,
	parameter DIV = 8'b00000100
)
(
	input i_clk,
	input i_ready,
	input [BITNESS-1:0] i_num_1,
	input [BITNESS-1:0] i_num_2,
	input [7:0] op_code,
	input reset,
	output reg o_ready,
	output wire [BITNESS-1:0] result_Hi,
	output wire [BITNESS-1:0] result_Lo
);
	reg [BITNESS*2-1:0] Hi_reg = 0;
	reg [BITNESS*2-1:0] Lo_reg = 0;
	assign result_Hi = Hi_reg[BITNESS - 1:0];
	assign result_Lo = Lo_reg[BITNESS - 1:0];
	always @(posedge i_clk) begin
		o_ready <= 0;
		if (i_ready == 1) begin
			Hi_reg <= 0;
			Lo_reg <= 0;
			case (op_code)
				ADD: begin
					Hi_reg <= i_num_1 + i_num_2;
					o_ready <= 1;
				end
				SUB: begin
					Hi_reg <= i_num_1 - i_num_2;
					o_ready <= 1;
				end
				MUL: begin
					Hi_reg <= i_num_1 * i_num_2;
					o_ready <= 1;
				end
				DIV: begin
					Hi_reg <= i_num_1 / i_num_2;
					Lo_reg <= i_num_1 % i_num_2;
					o_ready <= 1;
				end
			endcase;
		end
	end
endmodule
==> run.sh <==
#!/bin/bash
# OpenROAD 26Q1-2900-gdf79404cd8, Yosys 0.63+post, stock flow scripts
make -C /OpenROAD-flow-scripts/flow DESIGN_CONFIG=/design/flow/config.mk WORK_HOME=/design/flow/orfs finish
==> config.mk <==
export PLATFORM = sky130hd
export DESIGN_NAME = ALU
export DESIGN_NICKNAME = ALU
export VERILOG_FILES = /design/flow/design.v
export SDC_FILE = /design/flow/constraint.sdc
export NUM_CORES = 4
export LEC_CHECK = 1
export CORE_UTILIZATION = 50
==> constraint.sdc <==
current_design ALU

set clk_period 17.2
set clk_io_pct 0.2

create_clock -name clk0 -period $clk_period [get_ports {i_clk}]

set non_clock_inputs [all_inputs -no_clocks]
set_input_delay [expr $clk_period * $clk_io_pct] -clock clk0 $non_clock_inputs
set_output_delay [expr $clk_period * $clk_io_pct] -clock clk0 [all_outputs]
==> changes_impl.md <==
### Metrics

* Max Cap Viol at 0
* TritonCTS Sinks at 17
* Total number of vias at 11110
* Tally of buffers added on design ports at approximately 42
* Layout filler cell count at 613
* Vertical die size at about 130 microns
* Area of the mapped netlist at between 7000 and 8000 sq um
* Data arrival time of the critical path at 30750 ps
* Tool warnings at 35
* Unrepaired setup endpoints after global routing: yes
* Xor/xnor share at ~8.5%
* Number of buffers added to fix hold violations after cts at 0
* Most common cell after layout, fill and taps aside: sky130_fd_sc_hd__buf_4
* Buf+Inv Stages, Crit Path at 11
* Registers, synthesis at 17
* Mean instance size in the synthesized netlist at 7.633 sq um
* Die W at 126.4 microns
* Critical path's top delay family: AND-OR/OR-AND gates
* Post-synth mux share at 6.246%
* Critical path's largest stage delay at roughly 500 ps
* Fraction of the yosys area taken by sequential cells at 6.472%
* Gate Count Post-Synth at 1013
* IO Pins at approximately 44
* Wirelength, routed at 36820 microns
* Violations in the final reports: setup timing
* Final routed wire length divided by cell count at between 20 and 25 microns
* Total congestion overflow at 0
* Post-route fraction of the period consumed by the critical path at 178.9%
* Accumulated negative setup slack at -154570 ps
* Post-synth EDFFs at 16
* Number of cells in the yosys synthesis report at 1013
* Top logic cells by instance count in the layout: sky130_fd_sc_hd__buf_4 (531), sky130_fd_sc_hd__ha_1 (105), sky130_fd_sc_hd__nor2_1 (95)
* Worst-case clock buffer depth at 2
* HP Class: in2reg
* Ys flop type: sky130_fd_sc_hd__edfxtp_1
* Compound-Gate Fraction of Synth Area at 28.43%
* Clock tree from TritonCTS: done
* Largest family of logic cells by area: AND-OR/OR-AND gates
* GRT Total Usage at 37.85%
* Final setup violating endpoints at 14
* Count of H-tree levels built during CTS at 1
* Share of cells above drive strength 1 at 46.70%
* Actual transition at the worst max-transition pin at 741.4 ps
* CP max FO at 10
* Final antenna-violating net count at 0
* Upper clock frequency limit at 32.49 MHz
* Startpoint types: input pin
* Router iterations before antenna repair at 7
* Adder Share, Synth at 24.17%
* Number of antenna violations at the first check in global routing at 1
* Growth of design area from synthesis to finish at 76.60%
* Wire length of the first global-routing pass at 48040 microns
* CTS clk-pin slew, worst paths at 50 ps
* Distinct cell type count after synthesis at ~88
* Synth Area in Simple Gates at ~22%
* Number of hold violations in the final report at 0
* Highest-delay cell along the critical path: sky130_fd_sc_hd__or4b_4
* Die outline area at 15970 sq um
* Weighted congestion reported at the end of routability-driven placement at a little under 1
* Floorplan core density at 51.05%
* DR iter-0 viols at 954
* Core outline area at 15150 sq um
* Time the final worst path needs with I/O delays and setup at ~30000 ps
* Worst endpoint required time at 17170 ps
* Row cnt at 45
* Result of the run: complete, but fails checks
* TritonCTS buffer count at 3
* Critical path capture point type: register
* Cell with the most instances on the worst path: sky130_fd_sc_hd__o21a_1
* Crit path setup slack, layout at -13580 ps
* Number of max-slew violations in the final report at 0
* YS chip area at 7732 sq um
* DR vias/cell at 6.233
* Placed wire-length estimate after detailed placement at a little over 20000 microns
* FFs w/ async S/R, synth at 0%
* Via count of the first global-routing pass at between 9000 and 10000
* Pin count of the biggest net entering global routing at 20
* Final standard cell count with taps included and fillers excluded at 1782
* Root cell of the clock tree: sky130_fd_sc_hd__clkbuf_16
* Worst slew margin relative to its limit at approximately half
* Placed cell count at 1619
* Total DRC errors in the routed layout at 0
* Ys Warns at 1
* Crit Path Class: in2reg
* Post-layout util at 90.16%
cell usage after synthesis, types with 16 or more instances:
| library cell | number | area share (%) |
|---|---|---|
| sky130_fd_sc_hd__a21oi_1 | 63 | 4.1 |
| sky130_fd_sc_hd__inv_1 | 50 | 2.4 |
| sky130_fd_sc_hd__nor3_1 | 68 | 4.4 |
| sky130_fd_sc_hd__edfxtp_1 | 16 | 6.2 |
| sky130_fd_sc_hd__o21a_1 | 45 | 4.4 |
| sky130_fd_sc_hd__o31ai_1 | 23 | 2.2 |
| sky130_fd_sc_hd__xnor2_1 | 43 | 4.9 |
| sky130_fd_sc_hd__nor2_1 | 103 | 5.0 |
| sky130_fd_sc_hd__o21ai_0 | 41 | 2.7 |
| sky130_fd_sc_hd__mux2_2 | 22 | 3.2 |
| sky130_fd_sc_hd__ha_1 | 127 | 21 |
| sky130_fd_sc_hd__nand3_1 | 19 | 1.2 |
| sky130_fd_sc_hd__a21o_1 | 38 | 3.7 |
| sky130_fd_sc_hd__mux2i_1 | 16 | 2.1 |
| sky130_fd_sc_hd__nand2_1 | 70 | 3.4 |
| sky130_fd_sc_hd__xor2_1 | 29 | 3.3 |
final timing paths:
check / startpoint / end / slack, ps / cells after the start
max: i_num_1[0] / Lo_reg[1]$_SDFFCE_PP0P_ / -13580 / 137
min: i_num_1[0] / Hi_reg[0]$_DFFE_PP_ / 3860 / 5
kinds of logic after synthesis:
family                   Yosys count
multiplexers                      43
other                              1
AND/OR/NAND/NOR                  354
flip-flops                        17
AND-OR/OR-AND                    311
buffers and inverters             73
XOR/XNOR                          73
adder cells (fa/ha/maj)          141
per-stage QoR:
step	hold slack [ps]	instance area (sq um)	setup slack, ps
2_1_floorplan	3553	8282	-12950
3_3_place_gp	4100	11740	-12420
3_5_place_dp	4097	11740	-12720
4_1_cts	3829	12910	-11790
5_1_grt	3893	13650	-14420
6_report	3856	13660	-13580
timing repair:
action                     CTS  global route
pin swaps                   65            94
hold endpoints to repair     0             0
setup endpoints to repair   14            14
resized                     88            78
setup buffers              117            43
per-layer routing:
metal / up-vias / GRT usage (%) / part of all wire (%)
li1: 4985 / - / -
met1: 5141 / 48.81 / 40
met2: 724 / 62.59 / 42
met3: 253 / 7.048 / 12
met4: 4 / 15.73 / 5.9
met5: - / 0 / 0.21
area by class of cell:
cell class	count	area, sq um	area share, %
multi-input cells	930	8026	58.78
repair buffers	590	4607	33.74
flip-flops and latches	17	500.5	3.665
well taps	188	235.2	1.723
inverters	52	201.4	1.475
clock buffers	3	75.07	0.5498
clock inverters	1	7.507	0.05498
diodes	1	2.502	0.01833
tightest hold or removal path: cells and delay by family:
family / cells / cell delay (ps)
buffers and inverters: 2 / 260
adder cells (fa/ha/maj): 1 / 150
AND-OR/OR-AND: 2 / 140
