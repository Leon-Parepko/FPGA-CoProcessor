### flow/design.v
module UART_TX #
(
	parameter CLOCK_FREQUENCY = 50_000_000,
	parameter BAUD_RATE       = 115200
)
(
	input i_clk,
	input [7:0] i_tx_byte,
	input i_tx_begin,
	output wire o_tx_serial
);
	localparam HALF_BAUD_CLK_REG_VALUE = (CLOCK_FREQUENCY / BAUD_RATE / 2 - 1);
	localparam HALF_BAUD_CLK_REG_SIZE  = $clog2(HALF_BAUD_CLK_REG_VALUE);
    reg [HALF_BAUD_CLK_REG_SIZE - 1:0] r_clock_counter = 0;
    reg tx_baud_clk = 1'b0;
    reg [9:0] r_data = 10'h001;
    reg [3:0] txCounter = 4'h0; 
    assign r_tx_ready = !txCounter[3:1];
    assign r_tx_idle = r_tx_ready & (~txCounter[0]);
    assign o_tx_serial = r_data[0];
    always @(posedge i_clk) begin
        if (r_tx_idle & ~i_tx_begin) begin
            r_clock_counter <= 0;
            tx_baud_clk <= 1'b0;
        end else if (r_clock_counter == 0) begin
            r_clock_counter <= HALF_BAUD_CLK_REG_VALUE;
            tx_baud_clk <= ~tx_baud_clk;
        end else begin
            r_clock_counter <= r_clock_counter - 1'b1;
        end
    end
    always @(posedge tx_baud_clk) begin
        if (~r_tx_ready) begin
            r_data <= { 1'b0, r_data[9:1] };
            txCounter <= txCounter - 1'b1;
        end else if(i_tx_begin) begin
            r_data <= { 1'b1, i_tx_byte[7:0], 1'b0 };
            txCounter <= 4'hA;
        end else begin
            txCounter <= 4'h0;
        end
    end
endmodule
### flow/run.sh
#!/bin/bash
# OpenROAD 26Q1-2900-gdf79404cd8, Yosys 0.63+post, stock flow scripts
make -C /OpenROAD-flow-scripts/flow DESIGN_CONFIG=/design/flow/config.mk WORK_HOME=/design/flow/orfs finish
### flow/config.mk
export PLATFORM = sky130hd
export DESIGN_NAME = UART_TX
export DESIGN_NICKNAME = UART_TX
export VERILOG_FILES = /design/flow/design.v
export SDC_FILE = /design/flow/constraint.sdc
export NUM_CORES = 4
export LEC_CHECK = 1
export CORE_AREA = 10 10 91 91
export DIE_AREA = 0 0 101 101
### flow/constraint.sdc
current_design UART_TX

set clk_period 2.2
set clk_io_pct 0.2

create_clock -name clk0 -period $clk_period [get_ports {i_clk}]

set non_clock_inputs [all_inputs -no_clocks]
set_input_delay [expr $clk_period * $clk_io_pct] -clock clk0 $non_clock_inputs
set_output_delay [expr $clk_period * $clk_io_pct] -clock clk0 [all_outputs]
==> impl_metrics.csv <==
group,metric,value,unit
yosys,ys_cells,84,
hold_path,hold_path_class,"reg2reg",
grt,first_global_vias,601,
cts,cts_htree_levels,1,
layout,fillers,662,
placed_design,dpl-instance-area,0.00119,sq mm
pwr,pwr-share-seq,47.8,%
placed_design,place.gp.congestion,0.764,
cts,cts_tree,"yes",
layout,synthToLayoutAreaGrowth,25.4,%
layout,design_area,0.00124,sq mm
placed_design,port_buffers,10,
grt,grt.total_usage,3.13,%
die,fp-utilization,15.6,%
drt,routed_via_density,3.57,
pwr,peakVddDrop,0.000242,V
run,warnings,26,
pwr,p_sw,0.364,mW
pwr,switching_share,32.1,%
grt,grt_overflow,0,
yosys,ys_chip_area,988,sq um
die,num_rows,29,
pwr,power,1.14,mW
drt,dr.first_iter.drc_count,35,
cts,numCtsBuffers,3,
pwr,leakagePower,0.457,nW
sta,layout_setup_ws,0.702,ns
cts,holdBufCountCts,0,
sta,unclocked_pins,14,
layout,register_area,551,sq um
grt,grt_pass1_wl,2700,microns
yosys,common_cells,"14 x dfxtp_1, 9 x edfxtp_1, 8 x mux2_2",
die,die-height,101,microns
grt,grt_antenna_before_repair,0,
placed_design,placed_cells,172,
pwr,p_int,0.771,mW
grt,grt_max_degree,17,
critical_path,endpoint_kind,"flop",
sta,worst_pin_slew,0.596,ns
pwr,p_comb_share,35.5,%
status,status,"finished clean",
critical_path,crit_path_start_kind,"flop",
yosys,avgSynthCellArea,11.8,sq um
yosys,synth-async-reset-ratio,0,%
cts,cts_resized,0,
pwr,clkPwrFrac,16.7,%
die,die_x,101,microns
yosys,top_area_share,28.4,%
sta,max_freq,0.668,GHz
layout,fin_util,19.5,%
sta,holdWs,0.451,ns
run,cap_violations,0,
drt,antennaDiodeCount,0,
sta,rsz0062_at_grt,"no",
drt,totalWireLength,1580,microns
drt,drt-wirelength-per-cell,9.00,microns
cts,cts-root-buf,"clkbuf_8",
pwr,p_per_area,916,mW/mm^2
drt,dr.pass1.iters,3,
yosys,synth_warnings,3,
die,core,0.00635,sq mm
sta,setup_viol,0,
yosys,syn-cell-area,988,sq um
critical_path,cp.arrival,1.66,ns
sta,period_minus_slack,1.50,ns
die,die_area,0.0102,sq mm
yosys,yosys.cell_types.count,27,
yosys,synth.most_common_cell,"dfxtp_1",
critical_path,critPathRequiredTime,2.37,ns
yosys,synth_flops,23,
cts,post_cts_buffers,0,
drt,ant_nets,0,
yosys,topCellsByArea,"dfxtp_1 28%, edfxtp_1 27%, mux2_2 9.1%, ha_1 3.8%, xnor2_1 3.5%",
yosys,largest_area_cell,"dfxtp_1",
critical_path,setup.worst_path.class,"reg2reg",
layout,layout-drive-gt1-share,18.2,%
sta,fin_skew,0.00314,ns
cts,clk-insertion-delay-late,0.23,ns
layout,logic_area,407,sq um
placed_design,dp_slack,0.699,ns
sta,finalClockPeriodUsage,68.1,%
yosys,ff_type,"dfxtp_1",
sta,final.setup.tns,0,ns
sta,untimed_endpoints,24,
drt,drc,0,
sta,hold_viol,0,
die,num_io_pins,11,
yosys,syn_inst,84,
yosys,edf_count,9,
sta,final_max_slew_viol_count,0,
critical_path,crit_fanout,4,
cts,cts_max_path_buffers,2,
cts,clk_pin_slew,0.04,ns
drt,num_vias,628,
yosys,ys_seq_share,55.7,%
layout,final_cells,176,
placed_design,post-dp-hpwl,1220,microns
sta,relSlewSlack,60.0,%
## flip-flops by register name, summed over array words and instances (netlist names)
register,count
txCounter,4
tx_baud_clk,1
r_clock_counter,8
r_data,10
## layout by cell type, fill, tap and decap left out, types with 2 or more instances in the layout
cell | Yosys | layout
nor2_1 | 4 | 4
nor3b_1 | 2 | 2
clkdlybuf4s50_1 | 0 | 10
o21a_1 | 2 | 2
nor3_2 | 2 | 2
ha_1 | 3 | 3
inv_1 | 7 | 7
xnor2_1 | 4 | 4
a21oi_1 | 3 | 3
nor2b_1 | 2 | 2
nor3_1 | 5 | 5
clkbuf_8 | 0 | 3
mux2_2 | 8 | 8
o21ai_0 | 3 | 3
buf_4 | 0 | 2
or3_1 | 2 | 2
a211oi_1 | 2 | 2
and3_1 | 2 | 2
dfxtp_1 | 14 | 14
edfxtp_1 | 9 | 9
## path summary, 6_finish.rpt
check	slack, ns	end	cells after the start	from
setup reg to reg	0.70	tx_baud_clk	5	r_clock_counter[0]
hold reg to reg	0.45	r_clock_counter[0]	1	r_clock_counter[0]
setup / recovery	0.70	tx_baud_clk	5	r_clock_counter[0]
hold / removal	0.45	r_clock_counter[0]	1	r_clock_counter[0]
## layout make-up
cell class | count | share of cell area (%)
tap | 77 | 7.77
multi-input combinational | 53 | 32.8
sequential | 23 | 44.4
timing repair buffer | 12 | 9.28
inverter | 7 | 2.12
clock buffer | 4 | 3.63
## per-layer routing
metal | wire, microns | vias up | track usage, % | share of wire, %
li1 | - | 333 | - | -
met1 | 824 | 283 | 4.52 | 52
met2 | 619 | 10 | 4.37 | 39
met3 | 126 | 2 | 1.18 | 8.0
met4 | 13 | 0 | 0.643 | 0.82
met5 | 0 | - | 0 | 0
## power groups by stage
stage	sequential, mW	combinational (mW)	clock, mW
4_1_cts	0.544	0.410	0.197
5_1_grt	0.569	0.466	0.206
6_report	0.543	0.403	0.190
## cell families after synthesis
group | after synthesis | synth area share [%]
AND-OR/OR-AND | 14 | 9.62
XOR/XNOR | 4 | 3.54
adder cells (fa/ha/maj) | 3 | 3.80
buffers and inverters | 8 | 3.16
flip-flops | 23 | 55.7
multiplexers | 8 | 9.11
AND/OR/NAND/NOR | 24 | 15.1
## critical path, cell delays in order, from the launching register on
cell and delay, ns:
dfxtp_1 0.31, inv_1 0.08, ha_1 0.15, or3b_1 0.39, or3_1 0.37, a21oi_2 0.13
Power is estimated from default activity; no workload was simulated.
